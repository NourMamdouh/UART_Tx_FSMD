--- design/flow/run.sh ---
#!/bin/bash
# OpenROAD 26Q1-2900-gdf79404cd8, Yosys 0.63+post, stock flow scripts
make -C /OpenROAD-flow-scripts/flow DESIGN_CONFIG=/design/flow/config.mk WORK_HOME=/design/flow/orfs finish
--- design/flow/design.v ---
module data_path #(parameter parity_on=1, parameter data_size=8, sampling_cntr_width=4,parameter even_parity=1)(input clk,
input rst,  
input cntr_rst,  
input [sampling_cntr_width-1 :0] sampling_end_val,  
input data_bits_incr,  
input data_w_en,  
input [1:0]select, 
input [data_size-1 : 0] Tx_input,
output [sampling_cntr_width-1:0] sampling_cntr_out,
output [2: 0] bits_cntr_out,
output reg Tx_s
    );
	 counter #(.width(sampling_cntr_width)) sampling_cntr (
    .clk(clk), 
    .soft_rst(cntr_rst),
	.hard_rst(rst), 
    .end_val(sampling_end_val), 
    .cnt_out(sampling_cntr_out)
    );
	 manual_cntr #(.width(3)) data_bits_cntr (
    .clk(clk), 
    .soft_rst(cntr_rst),
	.hard_rst(rst), 
    .incr(data_bits_incr), 
    .cnt_out(bits_cntr_out)
    );
	 wire [data_size-1 :0] Tx_out;
	 data_reg #(.width(data_size)) Tx_reg (
    .clk(clk), 
    .rst(rst), 
    .w_en(data_w_en), 
    .data_in(Tx_input), 
    .data_out(Tx_out)
    );
	localparam [1:0] select_0='d1, select_1='d0, select_parity='d2,select_data='d3;  
	wire parity; 
	always @(*)begin
		case(select)
			select_0:begin
				Tx_s='d0;
			end
			select_1:begin
				Tx_s='d1;
			end
			select_parity:begin
				Tx_s=parity;
			end
			select_data:begin
				Tx_s=Tx_out[bits_cntr_out];
			end
			default:begin
				Tx_s='d1;
			end
		endcase
	end
	 generate 
	 if(parity_on) begin
		if(even_parity)
			assign parity = ^Tx_out; 
		else
			assign parity = !(^Tx_out) ;
	 end
	 endgenerate
endmodule
module counter #(parameter width=4)(input clk,
input soft_rst,
input hard_rst,
input [width-1 : 0] end_val,
output reg [width-1 : 0] cnt_out
    );
	 always @(posedge clk, posedge hard_rst) begin
		if(hard_rst) begin
			cnt_out <= 'd0;
		end
		else if(soft_rst)begin
			cnt_out <= 'd0;
		end
		else begin
			if(cnt_out == end_val) begin
				cnt_out <= 'd0;
			end
			else begin
				cnt_out <= cnt_out + 'd1 ;
			end
		end
	 end
endmodule
module data_reg #(parameter width=8)(input clk,
input rst,
input w_en,
input [width-1 : 0] data_in,
output reg [width-1 : 0] data_out
    );
	always @(posedge clk, posedge rst)begin
		if(rst) begin
			data_out <= 'd0;
		end 
		else begin
			if(w_en)begin
				data_out <= data_in;
			end
			else begin
				data_out <= data_out;
			end	
		end
	end
endmodule
module manual_cntr #(parameter width =3)(input clk,
input hard_rst,
input soft_rst,
input incr,
output reg [width-1 :0] cnt_out
    );
	 always @(posedge clk, posedge hard_rst) begin
		if(hard_rst)begin
			cnt_out <= 'd0;
		end
		else if(soft_rst)begin
			cnt_out <= 'd0;
		end
		else begin
			if(incr) begin
				cnt_out <= cnt_out +'d1 ;
			end
			else begin
				cnt_out <= cnt_out;
			end
		end
	 end
endmodule
--- design/flow/config.mk ---
export PLATFORM = sky130hd
export DESIGN_NAME = data_path
export DESIGN_NICKNAME = data_path
export VERILOG_FILES = /design/flow/design.v
export SDC_FILE = /design/flow/constraint.sdc
export NUM_CORES = 4
export LEC_CHECK = 1
export CORE_AREA = 10 10 99 99
export DIE_AREA = 0 0 109 109
--- design/flow/constraint.sdc ---
current_design data_path

set clk_period 1.9
set clk_io_pct 0.2

create_clock -name clk0 -period $clk_period [get_ports {clk}]

set non_clock_inputs [all_inputs -no_clocks]
set_input_delay [expr $clk_period * $clk_io_pct] -clock clk0 $non_clock_inputs
set_output_delay [expr $clk_period * $clk_io_pct] -clock clk0 [all_outputs]
==> flow_metrics.env <==
# physical design summary
export IMPL_clock_skew_ps=3.30
export IMPL_hp_class="input port to asynchronous set/reset pin"
export IMPL_grtUsageTotal_pct=3.12
export IMPL_cts_sinks=15
export IMPL_post_place_cells=194
export IMPL_setup_tns_final_ps=-0.0200
export IMPL_end_kind="primary output"
export IMPL_crit_type="flip-flop to primary output"
export IMPL_final_cells=198
export IMPL_grt_pass1_wl_um=3030
export IMPL_power_share_sequential_pct=43.9
export IMPL_diodes=0
export IMPL_relSlewSlack_pct=60.8
export IMPL_period_needed_ps=1900
export IMPL_period_used_pct=100
export IMPL_crit_chain="mux4_2 > nand2b_4 > o211ai_2 > a22oi_2 > buf_2"
export IMPL_hpwlAfterDp_um=1610
export IMPL_clkPwrFrac_pct=30.4
export IMPL_post_cts_buffers=0
export IMPL_cp_slowest_cell="mux4_2"
export IMPL_grt_max_degree=16
export IMPL_postCtsHoldBufs=0
export IMPL_arrival_ps=1520
export IMPL_timing_max_cap_violations=0
export IMPL_drive_gt1_share_pct=22.9
export IMPL_cts_buffer_depth=2
export IMPL_ys_chip_area_um2=782
export IMPL_p_leak_nw=0.475
export IMPL_final_max_slew_viol_count=0
export IMPL_ant_nets=0
export IMPL_rsz0062_at_grt="yes"
export IMPL_chip_area_mm2=0.0119
export IMPL_sw_frac_of_total_pct=25.9
export IMPL_status="finished, violations left"
export IMPL_logic_area_um2=403
export IMPL_fin_ws_ps=-0.0200
export IMPL_p_comb_share_pct=25.7
export IMPL_power_density_mw_per_mm2=695
export IMPL_synth_avg_cell_area_um2=12.4
export IMPL_nFillCells=843
export IMPL_common_cells="dfrtp_1, xnor2_1, mux2_2"
export IMPL_top_cell_area_share_pct=48.0
export IMPL_edf_count=0
export IMPL_fp_util_pct=10.1
export IMPL_fmax_ghz=0.526
export IMPL_clk_latency_ps=250
export IMPL_critical_path_required_ps=1520
export IMPL_syn2layout_area_growth_pct=59.5
export IMPL_synth_seq_share_pct=48.0
export IMPL_cts_buffers=3
export IMPL_core_rowCount=32
export IMPL_slowest_delay_ps=510
export IMPL_wl_per_cell_um=9.39
export IMPL_final_hold_violation_count=0
export IMPL_dr_total_vias=550
export IMPL_violations="setup timing"
export IMPL_ys_cells=63
export IMPL_route_detailed_drc=0
export IMPL_cts_tree="yes"
export IMPL_grt_pass1_vias=603
export IMPL_synth_cell_types=18
export IMPL_ys_top_cells_by_area="dfrtp_1, xnor2_1, mux2_2"
export IMPL_core_mm2=0.00773
export IMPL_p_sw_mw=0.224
export IMPL_path_max_fanout=2
export IMPL_cts_root_buf="clkbuf_8"
export IMPL_drt_first_pass_iters=4
export IMPL_peakVddDrop_v=0.000124
export IMPL_rr_worst_depth=5
export IMPL_top_cell="dfrtp_1"
export IMPL_rr_endpoint="data_bits_cntr.cnt_out[2]"
export IMPL_intPower_mw=0.643
export IMPL_flop_area_um2=375
export IMPL_synth_warnings=4
export IMPL_syn_inst=63
export IMPL_drt_iter0_markers=14
export IMPL_cp_start_kind="flip-flop"
export IMPL_synth_area_um2=782
export IMPL_die_y_um=109
export IMPL_path_clk_slew_ps=70
export IMPL_antenna_found_initial=0
export IMPL_tightest_slew_ps=587
export IMPL_gr_total_overflow=0
export IMPL_async_flop_share_pct=100
export IMPL_yosysTopAreaCell="dfrtp_1"
export IMPL_place_congestion=0.763
export IMPL_dp_slack_ps=-175
export IMPL_htreeDepth=1
export IMPL_viasPerCell=2.78
export IMPL_setup_violations=1
export IMPL_reg2reg_slack_ps=760
export IMPL_tool_warnings=27
export IMPL_ios=27
export IMPL_dieWidth_um=109
export IMPL_final_util_pct=16.1
export IMPL_yosys_register_bits=15
export IMPL_route_final_wire_length_um=1860
export IMPL_r2r_start="data_bits_cntr.cnt_out[1]"
export IMPL_io_buffers=26
export IMPL_flop_cell="dfrtp_1"
-- cell usage in the layout (no fill, tap or decap), drive strengths merged --
cell type	synthesis	final
a22oi	1	1
a41o	1	1
buf	0	5
clkbuf	1	3
clkdlybuf4s50	0	25
clkinvlp	0	1
dfrtp	15	15
ha	2	2
inv	2	2
mux2	9	9
mux2i	2	2
mux4	1	1
nand2	2	2
nand2b	1	1
nand3	1	1
nor2	7	7
nor2b	1	1
o211ai	1	1
o31a	1	1
xnor2	13	13
xor2	2	2
-- kinds of logic after synthesis --
group                    Yosys count  share of synthesized area (%)
buffers and inverters              3                           1.44
flip-flops                        15                           48.0
AND/OR/NAND/NOR                   12                           6.56
AND-OR/OR-AND                      4                           5.60
XOR/XNOR                          15                           16.8
adder cells (fa/ha/maj)            2                           3.20
multiplexers                      12                           18.4
-- through the flow --
step                      area, µm²  hold WS [ps]  total power [mW]
after detailed placement       1200           543             0.617
after global placement         1200           542             0.616
after floorplan                 782           281             0.507
after global routing           1250           574             0.920
final                          1250           520             0.867
after CTS                      1250           552             0.885
-- cell type report --
class,count,share of cell area [%]
multi-input combinational,45,32.3
sequential,15,30.1
timing repair buffer,30,22.9
tap,102,10.2
clock buffer,3,3.31
clock inverter,1,0.602
inverter,2,0.602
-- how the worst max path moves through the flow --
stage / from / to / slack, ps / cells past startpoint
4_1_cts: data_bits_cntr.cnt_out[1] / Tx_s / -30 / 5
5_1_grt: data_bits_cntr.cnt_out[1] / Tx_s / -100 / 5
6_report: data_bits_cntr.cnt_out[1] / Tx_s / -0.02 / 5
-- critical path, delay by kind of cell (launching register included) --
kind | cells | cell delay (ps)
muxes | 1 | 510
buffers and inverters | 1 | 120
AOI/OAI and AO/OA | 2 | 120
DFF | 1 | 380
and+or+nand+nor | 1 | 150
-- what timing repair did --
item / 4_1_cts / 5_1_grt
pin swaps: 1 / 1
setup endpoints to repair: 1 / 1
gates cloned: 0 / 0
gates resized: 4 / 0
-- metal layers --
layer	global-route usage [%]	vias up	share of wire, %
li1	-	281	-
met1	4.23	255	44
met2	5.10	12	50
met3	0.358	2	3.7
met4	0.942	0	2.3
met5	0	-	0
-- power groups by stage --
stage | Combinational, mW | Sequential [mW] | Clock [mW]
after CTS | 0.229 | 0.382 | 0.273
after global routing | 0.247 | 0.386 | 0.287
final | 0.223 | 0.381 | 0.264
-- flip-flops by register name (all words and copies together) (netlist names) --
name,cells
data_bits_cntr.cnt_out,3
Tx_reg.data_out,8
sampling_cntr.cnt_out,4
No activity file was given, so power comes from the tool's default toggle rates.
